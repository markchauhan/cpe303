==> flow/design.v <==
module mac(input signed [3:0] IN, input signed [3:0] W, input clk, input rstb, output reg signed [11:0] OUT);
    reg signed [11:0] A;
    reg signed [11:0] B;
    reg [3:0] cycle_count;
    always @(posedge clk or negedge rstb) begin
        if (!rstb) begin
            A <= 0;
            B <= 0;
            cycle_count <= 0;
            OUT <= 0;
        end else begin
            if (cycle_count < 9) begin
                if (IN != 0 || W != 0) begin
                    B <= B + (IN * W);
                end
                cycle_count <= cycle_count + 1;
            end else begin
                A <= B;
                B <= (IN * W);
                cycle_count <= 1;
            end
            OUT <= A + B;
        end
    end
endmodule
==> flow/run.sh <==
#!/bin/bash
# OpenROAD 26Q1-2900-gdf79404cd8, Yosys 0.63+post, stock flow scripts
make -C /OpenROAD-flow-scripts/flow DESIGN_CONFIG=/design/flow/config.mk WORK_HOME=/design/flow/orfs finish
==> flow/config.mk <==
export PLATFORM = sky130hd
export DESIGN_NAME = mac
export DESIGN_NICKNAME = mac
export VERILOG_FILES = /design/flow/design.v
export SDC_FILE = /design/flow/constraint.sdc
export NUM_CORES = 4
export LEC_CHECK = 1
export CORE_UTILIZATION = 40
==> flow/constraint.sdc <==
current_design mac

set clk_period 4.6
set clk_io_pct 0.2

create_clock -name clk0 -period $clk_period [get_ports {clk}]

set non_clock_inputs [all_inputs -no_clocks]
set_input_delay [expr $clk_period * $clk_io_pct] -clock clk0 $non_clock_inputs
set_output_delay [expr $clk_period * $clk_io_pct] -clock clk0 [all_outputs]
==> flow_summary.json <==
{
  "p_int_mw": 1.93,
  "setup_tns_ns": -0.744,
  "yosysWarnings": 1,
  "gp_congestion": 0.859,
  "cts_num_sinks": 40,
  "switching_share_pct": 38.9,
  "instances_no_fill": 488,
  "setup_violations": 4,
  "coreArea_sq_um": 7250,
  "arrival_ns": 5.24,
  "wl_um": 5870,
  "cts_tree": "built",
  "route.antenna.remaining_nets": 0,
  "yosys_area_sq_um": 3010,
  "grt_overflow": 0,
  "path_class": "in -> reg",
  "cts_buffers": 5,
  "synth_flops": 40,
  "r2r_slack_ns": 2.28,
  "final_hold_viol_count": 0,
  "leakage_nw": 1.91,
  "cts_root_buf": "clkbuf_8",
  "vias": 2433,
  "peakVddDrop_v": 0.000245,
  "drt_iter0_markers": 117,
  "fin_crit_sh_pct": 109,
  "grt_pass1_wl_um": 10600,
  "power_frac_comb_pct": 70.2,
  "fp.dieW_um": 88.8,
  "grt_max_degree": 41,
  "fmaxAchievable_mhz": 200,
  "hold_path_class": "reg -> reg",
  "grt_antenna_before_repair": 0,
  "grt_usage_pct": 17.5,
  "violations": "setup timing",
  "setup_ws_ns": -0.412,
  "clk_pin_slew_ns": 0.08,
  "clk_latency_ns": 0.29,
  "die_height_um": 88.8,
  "crit_fanout": 5,
  "p_per_area_nw_per_um2": 804,
  "pre_cts_slack_ns": -1.11,
  "syn-cell-area_sq_um": 3010,
  "syn_area_per_cell_sq_um": 9.44,
  "critPathLaunchType": "input port",
  "antenna_cells": 0,
  "status": "finished, violations left",
  "synth_cell_type_count": 42,
  "place_inst": 473,
  "htree_levels": 2,
  "area_growth_pct": 30.7,
  "pwr-share-seq_pct": 20.8,
  "rsz0062_at_grt": "yes",
  "std_cell_rows": 31,
  "grt_pass1_vias": 2368,
  "crit_path_end_kind": "register",
  "relSlewSlack_pct": 64.3,
  "dp_hpwl_um": 4270,
  "clock_path_buffers": 2,
  "p_switching_mw": 1.23,
  "port_buffers": 21,
  "fin_worst_skew_ns": 0.00697,
  "drtPass1Iterations": 4,
  "post-route-min-period_ns": 5.01,
  "io_pins": 22,
  "required_ns": 4.83,
  "worst_slew_pin_slew_ns": 0.536,
  "yosys_cells": 319,
  "post-route-drc-count": 0,
  "fp_util_pct": 41.5,
  "clockPowerShare_pct": 8.9,
  "drive_gt1_share_pct": 25.7,
  "ys_seq_share_pct": 33.2,
  "avgRoutedWirePerCell_um": 12.0,
  "avgViaCountPerCell": 4.99,
  "synthCells": 319,
  "die_area_sq_um": 7880,
  "maxSlewViolCount": 0,
  "maxCapViolCount": 0,
  "warnings": 31
}
layout make-up:
class	instances	area (sq um)
fillers	660	3320
multi-input cells	257	2090
flip-flops and latches	40	1000
repair buffers	69	552
well taps	99	124
clock buffers	5	68.8
inverters	15	56.3
clock inverters	3	42.5
stage by stage:
| stage | cell area [sq um] | util [%] | hold slack (ns) | power (mW) |
|---|---|---|---|---|
| final | 3940 | 54.3 | 0.485 | 3.16 |
| after global placement | 3640 | 50.2 | 0.465 | 2.60 |
| after global routing | 3940 | 54.3 | 0.516 | 3.52 |
| after floorplan | 3030 | - | 0.452 | 1.99 |
| after detailed placement | 3640 | 50.2 | 0.469 | 2.63 |
| after CTS | 3910 | 53.9 | 0.489 | 3.10 |
cell usage in the layout, fill, tap and decap left out, types with 6 or more instances in the layout:
cell / instances
a21o_1: 13
nand3_1: 7
o21ai_0: 11
nand2_1: 54
dfrtp_1: 40
and2_1: 12
nor2_1: 11
a21oi_1: 18
a21oi_2: 6
inv_1: 14
fa_1: 10
ha_4: 6
xnor2_1: 14
clkdlybuf4s50_1: 13
ha_1: 29
buf_4: 45
power groups by stage:
stage	Clock, mW	Sequential, mW	Combinational (mW)
after global routing	0.311	0.686	2.52
after CTS	0.297	0.659	2.15
final	0.283	0.659	2.22
state kept, by name, summed over array words and instances (netlist names):
name,cells
B,12
OUT,12
cycle_count,4
A,12
cell families (layout without fill, tap and decap cells):
| family | count (synthesis) | count (layout) | share of synthesized area (%) |
|---|---|---|---|
| and+or+nand+nor | 110 | 110 | 16.7 |
| adders and majority gates | 49 | 49 | 23.1 |
| xor gates and xnor gates | 22 | 22 | 7.10 |
| AOI/OAI and AO/OA | 71 | 71 | 15.4 |
| DFF | 40 | 40 | 33.2 |
| muxes | 5 | 5 | 1.70 |
| buffers and inverters | 22 | 92 | 2.74 |
cells in the mapped netlist, drive strengths merged:
cell	count	area [sq um]
xor2	5	43.8
o311a	1	10.0
nand2	56	213
fa	11	220
mux2	1	11.3
xnor2	16	148
xnor3	1	22.5
mux2i	4	40.0
nor4	3	18.8
a41oi	2	17.5
inv	15	56.3
o21ai	13	65.1
ha	38	475
a21boi	1	7.51
a311o	1	10.0
clkbuf	7	26.3
o31ai	1	7.51
o211a	1	10.0
nand2b	2	12.5
o211ai	5	37.5
o31a	1	8.76
and3	1	6.26
a21oi	24	124
a31oi	2	12.5
nor3	6	30.0
or3	3	18.8
nand3	7	35.0
a2111o	1	11.3
nor2b	4	25.0
a31o	1	8.76
and2	14	90.1
o21bai	2	15.0
or2	1	6.26
dfrtp	40	1000
a211oi	2	20.0
a21o	13	97.6
nor2	13	48.8
repair_timing:
action	in CTS	in global routing
setup endpoints to repair	6	5
cloned	0	0
pin swaps	28	17
buffers inserted	6	1
resized	43	11
hold buffers	0	0
routing by layer:
metal	wire, um	vias up	global-route usage [%]
met2	2710	38	29.2
met4	78	0	2.05
li1	-	1248	-
met5	0	-	0
met3	167	8	2.18
met1	2910	1139	25.8
path summary, 6_finish.rpt:
| check | to | startpoint | cells after the start |
|---|---|---|---|
| max reg2reg | OUT[10]$_DFF_PN0_ | B[0]$_DFFE_PN0P_ | 9 |
| min in group asynchronous | cycle_count[2]$_DFF_PN0_ | rstb | 2 |
| max | B[11]$_DFFE_PN0P_ | IN[0] | 19 |
| min reg2reg | A[2]$_DFFE_PN0P_ | A[2]$_DFFE_PN0P_ | 2 |
| min | A[2]$_DFFE_PN0P_ | A[2]$_DFFE_PN0P_ | 2 |
| max in group asynchronous | B[4]$_DFFE_PN0P_ | rstb | 2 |
critical path: stages:
cell	delay, ns
buf_6	0.09
nand2b_4	0.13
fa_1	0.47
fa_1	0.51
inv_1	0.05
fa_1	0.45
ha_2	0.19
fa_2	0.34
a21o_1	0.17
a21oi_2	0.13
xnor3_1	0.25
inv_2	0.14
ha_4	0.22
a21o_1	0.15
a21o_1	0.15
a21o_1	0.21
or3_4	0.33
a211oi_2	0.21
a311o_1	0.13
Power and IR drop assume default switching activity.
